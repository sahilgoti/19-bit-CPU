File: design.v
`timescale 1ns / 1ps
module CFU(  
    input CLK,      
    input [4:0]SEL,
    input [7:0]R1_READ,
    input [7:0]R2_READ,
    input [7:0]ADDR,
    input [7:0]DATA_READ_FROM_STACK,
    output reg [7:0]DATA_WRITE_TO_STACK,
    output [4:0]pc,
    output reg [3:0]SP,
    output reg RW
    );
    integer i;
    reg [4:0]PC;
    always @(*)begin
    SP=15;
    case(SEL)
    5'b11000:begin
               PC = ADDR;
             end
    5'b11001:begin
             if(R1_READ == R2_READ)
               PC = ADDR;
             end
    5'b11010:begin 
             if(R1_READ != R2_READ)
               PC = ADDR;                         
             end
    5'b11011:begin  
             if(R1_READ > R2_READ)
               PC = ADDR;
             end
    5'b11100:begin
             if(R1_READ < R2_READ)
               PC = ADDR;
             end 
    5'b11101:begin 
             if(R1_READ == 0)
               PC = ADDR;
             end 
    5'b11110:begin 
             RW=1;
             DATA_WRITE_TO_STACK = PC+1;
             #5;
             SP=SP-1;
             PC = ADDR;
              end
    5'b11111:begin  
             RW=0;
             SP=SP+1;
             PC = DATA_READ_FROM_STACK;
              end 
    endcase
    end
    assign pc=PC;
endmodule
File: run.sh
#!/bin/bash
# OpenROAD 26Q1-2900-gdf79404cd8, Yosys 0.63+post, stock flow scripts
make -C /OpenROAD-flow-scripts/flow DESIGN_CONFIG=/design/flow/config.mk WORK_HOME=/design/flow/orfs finish
File: config.mk
export PLATFORM = sky130hd
export DESIGN_NAME = CFU
export DESIGN_NICKNAME = CFU
export VERILOG_FILES = /design/flow/design.v
export SDC_FILE = /design/flow/constraint.sdc
export NUM_CORES = 4
export LEC_CHECK = 1
export CORE_AREA = 10 10 88 88
export DIE_AREA = 0 0 98 98
File: constraint.sdc
current_design CFU

set clk_period 1.7
set clk_io_pct 0.2

create_clock -name clk0 -period $clk_period

set non_clock_inputs [all_inputs -no_clocks]
set_input_delay [expr $clk_period * $clk_io_pct] -clock clk0 $non_clock_inputs
set_output_delay [expr $clk_period * $clk_io_pct] -clock clk0 [all_outputs]
==> metrics.csv <==
stage;metric;value;unit
final_timing;unclocked_regs;12;
cells_and_area;share_of_post_route_cells_with_drive_strength_above_1;12.0;%
detailed_routing;wl_per_cell;10.4;um
detailed_routing;violation_count_after_the_first_detailed_route_iteration;15;
flow_run;cap_viol_max_count;0;
power;power.internal;0.132;mW
synthesis;synth.cell_area;681;um^2
synthesis;synth_top_flop_cell;dlxtp_1;
detailed_routing;remaining_drc_errors;0;
cells_and_area;num-fill-cells;640;
synthesis;post_synth_arst_share;0;%
grt;grt_first_pass_wirelength;3440;um
synthesis;mux_share;8.27;%
placed_design;place_hpwl;2030;um
power;power.leakage;0.559;nW
hold_path;hp-class;primary input to output pin;
power;power.ir.vdd_worst;0.0603;mV
floorplanning;floorplan.core_area;5920;um^2
critical_path;critPathKind;primary input to output pin;
synthesis;ys_top_logic_family;simple AND/OR/NAND/NOR gates;
final_timing;finalClockPeriodUsage;95.4;%
synthesis;synth.cellmix.adderShare;16.5;%
outcome;run_status;complete, no violations;
floorplanning;die_h;98;um
flow_run;tool_warnings;39;
critical_path;endpoint_kind;output pin;
synthesis;yosysWarnings;1;
critical_path;timing.critical_path.from_type;primary input;
synthesis;post_synth.cell_area_avg;8.20;um^2
detailed_routing;route.antenna.remaining_nets;0;
grt;first_global_vias;746;
floorplanning;floorplan.initialDensity;11.5;%
synthesis;area_fraction_in_xor_and_xnor_cells;3.86;%
grt;gr-total-overflow;0;
placed_design;placer_s_final_routability_congestion_estimate;0.732;
detailed_routing;detailedRoute.firstPassIterationCount;3;
synthesis;aoi_share;12.5;%
floorplanning;pin_count;56;
detailed_routing;route.detailed.vias_per_inst;3.51;
synthesis;synthesis.instances;83;
synthesis;summed_standard_cell_area_reported_by_yosys;681;um^2
cells_and_area;layout_area_growth_over_synthesis;84.9;%
grt;grt_antenna_before_repair;0;
power;p_sw;0.0705;mW
critical_path;required;1.36;ns
synthesis;synth-edff-count;0;
synthesis;ys_sh_simple;19.1;%
final_timing;fin_tns_setup;0;ns
critical_path;worst-path-max-fanout;4;
power;share_comb_of_total_power;88.1;%
final_timing;grt_setup_unrepaired;false;
clock_network;hold_buffers;0;
cells_and_area;layout_top_cells_excl_fill_tap;clkdlybuf4s50_1 (42), inv_1 (11), ha_1 (9);
floorplanning;die-area;9600;um^2
critical_path;critical_path_arrival;1.28;ns
detailed_routing;route.final.wire_length;2170;um
floorplanning;core.rowCount;28;
final_timing;count_of_endpoints_without_a_timing_constraint;24;
final_timing;timing_max_transition_violations_final;0;
final_timing;fmaxAchievable;616;MHz
final_timing;final-setup-viol-count;0;
grt;combined_global_route_utilization_of_all_metal_layers;4.16;%
cells_and_area;final_common_cell;clkdlybuf4s50_1;
power;power.density_cell_area;161;nW/um^2
power;post-layout-total-power;0.202;mW
final_timing;finalWorstPathRequiredPeriod;1.62;ns
power;clock_power_share;0;%
grt;maximum_number_of_pins_on_one_net_before_global_route_repair;9;
detailed_routing;num_vias;731;
placed_design;port_buffers;47;
synthesis;yosysUniqueCellTypes;30;
floorplanning;fp.dieW;98;um
final_timing;finalHoldViolations;0;
detailed_routing;num_antenna_cells;0;
synthesis;ys_cells;83;
power;power_frac_seq;11.9;%
synthesis;ys.flops;12;
power;sw_frac_of_total;34.9;%
[cell families after synthesis]
| kind of cell | Yosys count |
|---|---|
| mux | 5 |
| simple gates | 22 |
| xor+xnor | 3 |
| buf+inv | 17 |
| other cells | 1 |
| latches | 12 |
| compound gates | 14 |
| fa+ha+maj | 9 |
[worst max-delay path: stages]
cell and delay, ns:
dlygate4sd2_1 0.25, nand4_2 0.11, inv_2 0.06, nand2_4 0.06, clkdlybuf4s50_1 0.46
[routing by layer]
layer  vias to the layer above  wire length, um  track usage (%)
li1                        384                -                -
met3                         0              150            0.853
met2                        35              897             6.85
met1                       312             1120             5.81
met4                         0                0                0
met5                         -                0                0
[sequential cells by signal (all words and copies together) (netlist names)]
register / cells
DATA_WRITE_TO_STACK: 6
PC: 5
RW: 1
[synth_stat cells (2+ instances only)]
cell | instances | area [um^2]
o21ai_0 | 3 | 15.0
nor2_1 | 3 | 11.3
nand3_1 | 3 | 15.0
inv_1 | 11 | 41.3
nand2_1 | 5 | 18.8
nand4_1 | 2 | 12.5
nor4_1 | 2 | 12.5
dlxtn_1 | 5 | 75.1
a21oi_1 | 6 | 30.0
buf_4 | 4 | 30.0
ha_1 | 9 | 113
xnor2_1 | 2 | 17.5
mux2_2 | 5 | 56.3
dlxtp_1 | 7 | 105
[power groups by stage]
stage | Combinational (mW) | Clock (mW) | Sequential (mW)
after CTS | 0.181 | 0 | 0.0243
after global routing | 0.200 | 0 | 0.0260
final | 0.178 | 0 | 0.0241
[path summary, 6_finish.rpt]
path,start,end,cells after the start,slack (ns)
worst max-delay path,SEL[1],SP[3],5,0.08
worst min-delay path,SEL[0],SP[2],3,1.41
[final cells by class]
| cell class | count | area (um^2) | area share, % |
|---|---|---|---|
| Inverter | 12 | 45.0 | 3.58 |
| Multi-Input combinational cell | 55 | 423 | 33.6 |
| Sequential cell | 12 | 180 | 14.3 |
| Tap cell | 75 | 93.8 | 7.46 |
| Timing Repair Buffer | 54 | 517 | 41.1 |
[what timing repair did]
action,4_1_cts,5_1_grt
endpoints found under the setup margin,4,2
pin swaps,2,0
buffers inserted,2,0
resized,5,1
[metrics by stage]
| stage | cell area (um^2) | cells | utilization [%] | worst slack (ns) | hold WS [ns] |
|---|---|---|---|---|---|
| CTS | 1250 | 208 | 21.2 | 0.0405 | 1.41 |
| floorplan | 684 | 84 | - | 0.617 | 0.733 |
| finish | 1260 | 208 | 21.3 | 0.0779 | 1.41 |
| global route | 1260 | 208 | 21.3 | 0.0192 | 1.46 |
| detailed placement | 1240 | 206 | 21.0 | -0.203 | 1.68 |
| global placement | 1240 | 206 | 21.0 | -0.190 | 1.67 |
Power is estimated from default activity; no workload was simulated.
