<file path="run.sh">
#!/bin/bash
# OpenROAD 26Q1-2900-gdf79404cd8, Yosys 0.63+post, stock flow scripts
make -C /OpenROAD-flow-scripts/flow DESIGN_CONFIG=/design/flow/config.mk WORK_HOME=/design/flow/orfs finish
</file>
<file path="config.mk">
export PLATFORM = sky130hd
export DESIGN_NAME = IM
export DESIGN_NICKNAME = IM
export VERILOG_FILES = /design/flow/design.v
export SDC_FILE = /design/flow/constraint.sdc
export NUM_CORES = 4
export LEC_CHECK = 1
export CORE_AREA = 10 10 70 70
export DIE_AREA = 0 0 80 80
</file>
<file path="constraint.sdc">
current_design IM

set clk_period 1.2
set clk_io_pct 0.2

create_clock -name clk0 -period $clk_period

set non_clock_inputs [all_inputs -no_clocks]
set_input_delay [expr $clk_period * $clk_io_pct] -clock clk0 $non_clock_inputs
set_output_delay [expr $clk_period * $clk_io_pct] -clock clk0 [all_outputs]
</file>
<file path="design.v">
`timescale 1ns / 1ps
module IM(  
    input CLK,
    input [4:0]ADDR,
    output reg [0:18]DATA_OUT
    );
    reg [0:18]R[0:31];
    initial begin
    R[0] = 'h78602;
    R[1] = 'h046xx;
    R[2] = 'h086xx;
    R[3] = 'h7C601;
    R[4] = 'h106xx;
    R[5] = 'h146xx;
    R[6] = 'h186xx;
    R[7] = 'h1CAxx;
    R[8] = 'h20Axx;
    R[9] = 'h24Axx;
    R[10] = 'h286xx;
    R[11] = 'h2C6xx;
    R[12] = 'h30Axx;
    R[13] = 'h34Axx;
    R[14] = 'h38Axx;
    R[15] = 'h3C6xx;
    R[16] = 'h40605;
    R[17] = 'h44605;
    R[18] = 'h486xx;
    R[19] = 'h4C6xx;
    R[20] = 'h506xx;
    R[21] = 'h546xx;
    R[22] = 'h586xx;
    R[23] = 'h5C6xx;
    R[24] = 'h60601;
    R[25] = 'h64601;
    R[26] = 'h68A01;
    R[27] = 'h6CA01;
    R[28] = 'h70A01;
    R[29] = 'h74601;
    R[30] = 'h78601;
    R[31] = 'h7C601;
    end
    always @(*)
    begin
    DATA_OUT=R[ADDR];
    end
endmodule
</file>
==> job_summary.md <==
## Implementation flow summary

| Metric | Value |
|---|---|
| Post-DRT Antenna Nets | 0 |
| Post-synth top area cell | buf_4 |
| Die height | 80 um |
| Hpwl dp | 893 um |
| Final routed DRC violation total | 0 |
| Area leader share | 21.1% |
| Pleak | 0.289 nW |
| Final Setup Violations | 5 |
| Vias in the first global route | 337 |
| Worst Path Max Fanout | 4 |
| Hold Crit Class | in -> out |
| Yosys Chip Area | 355 um^2 |
| First-pass GRT wire length | 1700 um |
| Fp util | 10.4% |
| Data arrival, critical path | 1.03 ns |
| Num ports | 25 |
| GP Congestion | 0.691 |
| Sequential cell area | 0 um^2 |
| Syn Inst Count | 49 |
| Cts hold-fix bufs | 0 |
| # clk buffers | 0 |
| Share of layout cells above drive strength 1 | 64.3% |
| Port Buffers | 15 |
| Vias per cell | 3.03 |
| Yosys cell count | 49 |
| VDD IR max | 0.0712 mV |
| Fin. Hold Viols | 0 |
| Number of OpenROAD warnings | 38 |
| Top cells by count | buf_4 (10), ha_1 (4) |
| Via count | 351 |
| Fin crit period | 1.27 ns |
| Num rows | 21 |
| Wire per inst | 9.78 um |
| Ys Warns | 1 |
| Cell Type Count | 23 |
| Top cells, area | buf_4 (21%), ha_1 (14%), buf_6 (6.3%) |
| Min-Delay Path Depth | 3 |
| Syn avg cell area | 7.25 um^2 |
| PwrDens | 297 nW/um^2 |
| Seq share, synth | 0% |
| Top-count cell post-synth | buf_4 |
| Final core utilization | 19.8% |
| Pin count of the biggest net entering global routing | 9 |
| Worst setup margin | -0.0651 ns |
| Hold endpoint | DATA_OUT[16] |
| N_diodes | 0 |
| Chip Width | 80 um |
| WL final | 1140 um |
| Max Cap Viol | 0 |
| CORE AREA | 3420 um^2 |
| Cycle use final | 105% |
| Crit. End Element | output pin |
| # fillers | 389 |
| Seq_cells | 0 |
| Worst Setup Path Type | in -> out |
| Setup_tns | -0.175 ns |
| GRT Total Usage | 3.21% |
| Startpoint class of the critical path | input port |
| First-pass iteration count of the detailed router | 3 |
| Fmax | 790 MHz |
| RSZ-0062 raised after global routing | true |
| Gr ovfl total | 0 |
| Initial antenna violation count | 0 |
| Area grow syn2layout | 90.1% |
| Starting DRC count in detailed routing | 25 |
| Die ar. | 6400 um^2 |
| Post-Syn Area | 355 um^2 |
| Outcome | finished with violations |
| Failing checks | setup timing |
| CP Data Required Time | 0.96 ns |
| Pins Over Slew Limit | 0 |
| Hold_sp | ADDR[2] |
kinds of logic after synthesis:
group / count (synthesis) / synth area share, %
buffers and inverters: 15 / 33.8
AOI/OAI and AO/OA: 7 / 12.0
other: 2 / 2.11
and+or+nand+nor: 20 / 35.6
adders and majority gates: 4 / 14.1
xor gates and xnor gates: 1 / 2.47
worst max-delay path, stage by stage:
cell and delay [ns]:
buf_12 0.12, ha_4 0.15, and2_4 0.15, o31ai_4 0.18, a21boi_2 0.08, buf_2 0.11
layer usage:
metal / vias up / wire length [um] / part of all wire (%) / track usage, %
li1: 185 / - / - / -
met3: 0 / 43 / 3.8 / 0.455
met2: 10 / 585 / 52 / 6.02
met1: 156 / 505 / 44 / 3.96
met4: 0 / 0 / 0 / 0
met5: - / 0 / 0 / 0
how the worst max path moves through the flow:
stage            endpoint  slack [ns]  cells past startpoint    start
CTS           DATA_OUT[8]       -0.12                      6  ADDR[1]
global route  DATA_OUT[8]       -0.09                      6  ADDR[1]
finish        DATA_OUT[8]       -0.07                      6  ADDR[1]
layout by cell type (no fill, tap or decap), types with 2 or more instances in the layout:
cell type and count:
conb_1 9, buf_2 10, and2_4 2, ha_4 3
buf_4 7, a21oi_1 3, nor2_4 2, buf_6 5
or2_1 3, nand3_1 2, nor3_2 3, nand2_1 2
buf_12 3
through the flow:
step           area, um^2  power (W)  std cells  hold WS [ns]  worst slack, ns
3_3_place_gp          544   0.000157        113          1.45           -0.997
4_1_cts               594   0.000171        115         0.838           -0.122
2_1_floorplan         382  0.0000887         56         0.546            0.141
5_1_grt               676   0.000222        116         0.863          -0.0913
3_5_place_dp          544   0.000156        113          1.46           -0.993
6_report              676   0.000201        116         0.829          -0.0651
final cells by class:
type	count	area (um^2)	share of cell area, %
Multi-Input combinational cell	41	359	53.1
Timing Repair Buffer	27	244	36.1
Tap cell	46	57.6	8.52
Inverter	2	15.0	2.22
where the power goes:
part / switching [W] / internal (W) / leakage, nW / total (W)
registers: 0 / 0 / 0 / 0
clock network: 0 / 0 / 0 / 0
logic: 0.0000820 / 0.000119 / 0.289 / 0.000201
what timing repair did:
| action | CTS | global route |
|---|---|---|
| setup endpoints to repair | 10 | 7 |
| setup buffers | 2 | 2 |
| pin swaps | 12 | 11 |
| resized | 76 | 17 |
No activity file was given, so power comes from the tool's default toggle rates.
